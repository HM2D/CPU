===== ./run.sh =====
#!/bin/bash
# OpenROAD 26Q1-2900-gdf79404cd8, Yosys 0.63+post, stock flow scripts
make -C /OpenROAD-flow-scripts/flow DESIGN_CONFIG=/design/flow/config.mk WORK_HOME=/design/flow/orfs finish

===== ./config.mk =====
export PLATFORM = sky130hd
export DESIGN_NAME = MainExp32
export DESIGN_NICKNAME = MainExp32
export VERILOG_FILES = /design/flow/design.v
export SDC_FILE = /design/flow/constraint.sdc
export NUM_CORES = 4
export LEC_CHECK = 1
export CORE_UTILIZATION = 30

===== ./constraint.sdc =====
current_design MainExp32

set clk_period 13.4
set clk_io_pct 0.2

create_clock -name clk0 -period $clk_period

set non_clock_inputs [all_inputs -no_clocks]
set_input_delay [expr $clk_period * $clk_io_pct] -clock clk0 $non_clock_inputs
set_output_delay [expr $clk_period * $clk_io_pct] -clock clk0 [all_outputs]

===== ./design.v =====
`timescale 1ns / 1ps
module ALU(A,B,S,O,Zero
    );
input [0:31] A,B;
input [0:2] S;
output  reg[0:31] O;
output reg Zero;
always@(S)
begin
case (S)
 3'b010: O <= A+B;
 3'b110: O <= A-B;
 3'b000: O <= A&B;
 3'b001: O <= A|B;
 3'b111: O <= (A>B) ? 0:1;
endcase
if(O==0)begin
 Zero = 1;
 end
 else Zero = 0;
end
endmodule
`timescale 1ns / 1ps
module ALUcontrol(funct,alu_op,select
    );
 input [0:5] funct;
 input [0:1] alu_op;
 output reg [0:2] select;
  always @(alu_op, funct) begin
      if(alu_op ==2)
		begin  
		  case(funct)
				32: select<=2;  
            34: select<=6;  
            36: select<=0;  
            37: select<=1;  
				42: select<=7;  
				default: select <= 3'bzz;
            endcase
				end
		else 
		case(alu_op)
				0: select<=2;
				1: select<=6;
				default: select <= 2'bzz;
				endcase
end 
endmodule
`timescale 1ns / 1ps
module Adder(A,B,O);
input [0:31] A,B;
output reg [0:31] O;
always@(A or B)
begin
 O = A + B;
end
endmodule
`timescale 1ns / 1ps
module MUX2_1(A,B,S,O
    );
	 input [0:31] A,B;
	 output [0:31] O;
	 input S;
assign	O = S ? A:B;
endmodule
`timescale 1ns / 1ps
module MainExp32(ALUop,RD1,RD2,SE,Zero,Out,Out2
    );
 input [0:31] RD1,RD2;
 input [0:1] ALUop;
 input [0:31] SE;
 output [0:31] Out;
 output [0:31] Out2;
 output Zero;
 wire [0:31] Muxout;
wire [0:4] Select;
wire [0:31] ShiftOut;
 MUX2_1 h1(RD2,SE,1,Muxout);
 ALU h2(RD1,Muxout,Select,Out,Zero);
 ALUcontrol h3(SE[26:31],ALUop,Select);
 ShiftLeft2 h4(SE,ShiftOut);
 Adder h5(1,ShiftOut,Out2);
endmodule
`timescale 1ns / 1ps
module ShiftLeft2(In,Out
    );
	 input [0:31] In;
	 output [0:31] Out;
	assign Out = In<<2;
endmodule

==> results.py <==
# Physical implementation metrics
metrics = {
    "timing": {
        "slew_headroom_pct": 43.85,
        "worst_pin_slew_ps": 834.5,
        "finalCriticalPeriod_ps": 10750,
        "hold_violations": 0,
        "tns_ps": 0,
        "rsz0062_at_grt": "no",
        "min_period_over_period_pct": 80.23,
        "maxSlewViolCount": 0,
        "unclocked_regs": 32,
        "max_freq_mhz": 93.02,
        "untimed_endpoints": 32,
        "setup_violations": 0,
        "holdWs_ps": 5360,
    },
    "power_and_ir_drop": {
        "leakage_uw": 0.003104,
        "power-per-cell-area_nw_per_um2": 39.59,
        "total_power_uw": 273.2,
        "ir_drop_uv": 15.33,
    },
    "yosys": {
        "area_leaders": "ha_1, dlxtn_1, a21oi_1",
        "syn-instance-count": 855,
        "netlist.area_leader.share_pct": 20.86,
        "yosysWarnings": 8,
        "syn_area_sq_um": 5758,
        "avgSynthCellArea_sq_um": 6.735,
        "edf_count": 0,
        "ys_cells": 855,
        "async_flop_share_pct": 0,
        "ys_area_sq_um": 5758,
        "ys_types": 71,
        "ys.flops": 32,
        "yosys.area.top_type": "ha_1",
        "ff_type": "dlxtn_1",
    },
    "global_route": {
        "grtUsageTotal_pct": 18.17,
        "grt_max_degree": 44,
        "grt_pass1_wl_microns": 28560,
        "antenna_found_initial": 0,
        "grt_pass1_vias": 5485,
        "grt_overflow_total": 0,
    },
    "route": {
        "wl_per_cell_microns": 15.46,
        "route.antenna.diode_count": 0,
        "wl_microns": 17900,
        "wl_met1_microns": 8358,
        "wl_met2_microns": 8201,
        "viasPerCell": 5.179,
        "wl_met3_microns": 1077,
        "drc": 0,
        "firstDrtPassIters": 6,
        "vias": 5997,
        "drt_iter0_markers": 377,
        "antenna_left": 0,
        "top_layer": "met4",
    },
    "floorplanning": {
        "rows": 50,
        "core_area_sq_um": 18770,
        "die_x_microns": 140.5,
        "fp_util_pct": 30.68,
        "die_h_microns": 140.5,
        "ioPinCount": 163,
        "die-area_sq_um": 19750,
    },
    "worst_setup_path": {
        "start_kind": "input pin",
        "crit_start": "RD2[31]",
        "required_ps": 10720,
        "cp_slowest_stage_delay_ps": 720,
        "crit_path_end_kind": "output pin",
        "crit_chain": "clkdlybuf4s50_1 -> ha_1 -> inv_1 -> fa_1 -> nor2b_1 -> o2111ai_1 -> a211oi_1 -> nor3_1 -> o21ai_0 -> a31oi_1 -> o21bai_1 -> mux2i_1 -> nand3_1 -> dlxtn_1 -> nor4_1 -> nand4_1 -> nor2_1 -> clkdlybuf4s50_1",
        "slowest_stage": "nor4_1",
        "arrival_ps": 8070,
        "crit_family": "simple AND/OR/NAND/NOR gates",
        "path_depth": 18,
        "critPathMaxFanout": 4,
        "crit_path_end": "Zero",
        "criticalPathCategory": "in -> out",
        "timing.critical_path.mode_cell": "clkdlybuf4s50_1",
        "path_buffers": 3,
    },
    "cells_and_area": {
        "syn_to_final_growth_pct": 19.84,
        "drive_gt1_share_pct": 2.706,
        "largest_reg_flops": 32,
        "final_util_pct": 36.77,
        "largest_registers": "h2.O (32)",
        "top_register": "h2.O",
    },
    "place": {
        "io_buffers": 111,
        "gp_congestion": 0.9555,
        "dp_hpwl_microns": 14320,
    },
    "clock_tree": {
        "cts_resized": 0,
        "cts_hold_buffers": 0,
        "post-cts-setup-buffer-count": 0,
    },
    "run_status": {
        "status": "finished, final reports clean",
    },
    "flow_run": {
        "max_cap_viol_count": 0,
        "warning_count": 98,
    },
    "hold_path": {
        "hp-class": "in -> out",
    },
}
==> per-layer routing <==
layer  up-vias  track usage (%)
met4         0            2.918
met3        19            1.289
li1       3091                -
met1      2696            26.49
met5         -                0
met2       191            29.95
==> report_power, final <==
| part | internal, uW | leakage, uW | switching [uW] |
|---|---|---|---|
| Clock | 0 | 0 | 0 |
| Sequential | 17.4 | 0.000258 | 4.98 |
| Combinational | 112 | 0.00285 | 139 |
| Total | 129 | 0.00310 | 144 |
==> layout make-up <==
type,instances,area [sq um]
fill,2006,11870
multi-input combinational,679,4607
timing repair buffer,118,1164
sequential,32,480.5
inverter,95,356.6
tap,234,292.8
==> worst min path at each step <==
stage	from	to	slack (ps)	cells after the start
finish	SE[2]	Out2[0]	5360	0
global route	SE[2]	Out2[0]	5360	0
CTS	SE[2]	Out2[0]	5360	0
==> cell usage in the layout, fill, tap and decap left out, types with 8 or more instances in the layout <==
cell and instances:
inv_1 95, a21o_1 8, o21a_1 8, o21ai_0 58, nand2b_1 8, nor2_1 72
ha_1 96, conb_1 34, nand4_1 8, o31ai_1 8, a21oi_1 77, o21bai_1 12
nor3_1 20, clkdlybuf4s50_1 111, nand3_1 16, o211ai_1 14, a31oi_1 11, a211oi_1 9
nand2_1 69, dlxtn_1 32, nor4_1 16, xnor2_1 13
==> synth_stat cells, types with 13 or more instances <==
library cell and number:
dlxtn_1 32, o21ai_0 59, nor2_1 72, inv_1 95, o211ai_1 14, nor3_1 20
xnor2_1 13, ha_1 96, nor4_1 16, nand2_1 69, clkbuf_1 33, buf_4 34
a21oi_1 77, nand3_1 16
==> stage by stage <==
stage / setup WS, ps / std cells / cell area [sq um]
after floorplan: 5255 / 887 / 5878
after global placement: 2613 / 1158 / 6900
final: 2650 / 1158 / 6900
after global routing: 2289 / 1158 / 6900
after detailed placement: 2638 / 1158 / 6900
after CTS: 2616 / 1158 / 6900
==> cell families after synthesis <==
logic type,after synthesis,synth area share [%]
AOI/OAI and AO/OA,273,31.44
xor gates and xnor gates,17,2.586
adders and majority gates,98,21.56
buffers and inverters,176,13.97
latches,32,8.344
muxes,5,0.8692
other,2,0.1304
and+or+nand+nor,252,21.10
Power is estimated from default activity; no workload was simulated.
