--- /design/flow/config.mk ---
export PLATFORM = sky130hd
export DESIGN_NAME = MainExperiment2
export DESIGN_NICKNAME = MainExperiment2
export VERILOG_FILES = /design/flow/design.v
export SDC_FILE = /design/flow/constraint.sdc
export NUM_CORES = 4
export LEC_CHECK = 1
export CORE_UTILIZATION = 50
--- /design/flow/constraint.sdc ---
current_design MainExperiment2

set clk_period 5.1
set clk_io_pct 0.2

create_clock -name clk0 -period $clk_period [get_ports {clk}]

set non_clock_inputs [all_inputs -no_clocks]
set_input_delay [expr $clk_period * $clk_io_pct] -clock clk0 $non_clock_inputs
set_output_delay [expr $clk_period * $clk_io_pct] -clock clk0 [all_outputs]
--- /design/flow/design.v ---
`timescale 1ns / 1ps
module MainExperiment2(clk,Ins,WR,WD,RW,RD1,RD2,Out
    );
	 input clk;
input [0:31] Ins;
input [0:4] WR;
input [0:31] WD;
input RW;
output [0:31] RD1,RD2;
output [0:31] Out;
	Registers h1(clk,Ins[21:25],Ins[16:20],WR,WD,RW,RD1,RD2);
	 SignExtend h2(Ins[0:15],Out);
endmodule
`timescale 1ns / 1ps
module Registers(clk,A,B,WR,WD,RW,RD1,RD2
    );
input [0:4] A,B;
input clk;
input [0:4] WR;
input [0:31] WD;
input RW;
reg [0:31] registers [0:31];
integer i;
output [0:31] RD1,RD2;
initial begin
i = 0;
for(i=0;i<32;i=i+1)
begin
registers[i] = 0;
end
end
assign RD1 = registers[A];
assign RD2 = registers[B];
always@( posedge clk)
begin
if(RW)begin
registers[WR] = WD;
end
end
endmodule
`timescale 1ns / 1ps
module SignExtend(In,Out
    );
input [0:15] In;
output wire [0:31] Out;
assign Out={{16{In[0]}},{In}};
endmodule
--- /design/flow/run.sh ---
#!/bin/bash
# OpenROAD 26Q1-2900-gdf79404cd8, Yosys 0.63+post, stock flow scripts
make -C /OpenROAD-flow-scripts/flow DESIGN_CONFIG=/design/flow/config.mk WORK_HOME=/design/flow/orfs finish
==> node_exporter_impl.prom <==
# HELP chip_impl_metric Synthesis and place-and-route metrics
# TYPE chip_impl_metric gauge
chip_impl_metric{name="grt_max_degree",unit=""} 73
chip_impl_metric{name="grt_antenna_before_repair",unit=""} 2
chip_impl_metric{name="synthesis_area_per_yosys",unit="µm²"} 49000
chip_impl_metric{name="wire_length_of_the_first_global_routing_pass",unit="µm"} 214000
chip_impl_metric{name="wl_per_cell",unit="µm"} 30.2
chip_impl_metric{name="dr_drc_count",unit=""} 0
chip_impl_metric{name="ys_warn_count",unit=""} 1
chip_impl_metric{name="ys_seq_elements",unit=""} 1024
chip_impl_metric{name="placement_rows",unit=""} 114
chip_impl_info{name="min_path_type",value="in -> reg"} 1
chip_impl_metric{name="detail_route.vias_per_cell",unit=""} 6.37
chip_impl_metric{name="required_time_at_the_worst_slack_endpoint",unit="ns"} 4.08
chip_impl_metric{name="finalSetupViolCount",unit=""} 0
chip_impl_metric{name="post_layout_nonfiller_instances",unit=""} 4916
chip_impl_info{name="netlist_top_cells_count",value="1,024 x sky130_fd_sc_hd__edfxtp_1, 1,024 x sky130_fd_sc_hd__mux2i_1, 195 x sky130_fd_sc_hd__nand2_1"} 1
chip_impl_metric{name="cts-buffers-inserted",unit=""} 108
chip_impl_metric{name="post_cts.repair.setup_buffers",unit=""} 0
chip_impl_metric{name="antenna_violating_nets_post_route",unit=""} 0
chip_impl_metric{name="warnings",unit=""} 32
chip_impl_metric{name="yosysTopAreaCellShare",unit="%"} 62.8
chip_impl_metric{name="final_max_slew_viol_count",unit=""} 0
chip_impl_metric{name="cts_repair_resize_count",unit=""} 0
chip_impl_metric{name="dr_total_vias",unit=""} 31300
chip_impl_metric{name="grt_remaining_overflow",unit=""} 0
chip_impl_metric{name="maxClockFrequency",unit="GHz"} 0.210
chip_impl_metric{name="area_delta_synth_final",unit="%"} 14.3
chip_impl_metric{name="grtUsageMet3",unit="%"} 25.5
chip_impl_metric{name="yosysSeqAreaShare",unit="%"} 62.8
chip_impl_metric{name="post-dp-hpwl",unit="µm"} 86200
chip_impl_metric{name="irDropWorstVdd",unit="µV"} 304
chip_impl_metric{name="leakagePower",unit="µW"} 0.0207
chip_impl_metric{name="track_usage",unit="%"} 33.1
chip_impl_metric{name="mappedNetlistArea",unit="µm²"} 49000
chip_impl_info{name="netlist.top_cell.by_area",value="sky130_fd_sc_hd__edfxtp_1"} 1
chip_impl_metric{name="die-area",unit="µm²"} 99300
chip_impl_metric{name="tightestPinTransition",unit="ns"} 1.00
chip_impl_info{name="timing.setup.critical_path_class",value="in -> out"} 1
chip_impl_metric{name="largest_reg_flops",unit=""} 1024
chip_impl_metric{name="clock_sinks",unit=""} 1024
chip_impl_info{name="cpMaxStageDelayCell",value="sky130_fd_sc_hd__clkdlybuf4s50_1"} 1
chip_impl_info{name="synthFlopType",value="sky130_fd_sc_hd__edfxtp_1"} 1
chip_impl_metric{name="die_y",unit="µm"} 315
chip_impl_info{name="run_status",value="finished clean"} 1
chip_impl_metric{name="floorplan.io_pins",unit=""} 167
chip_impl_metric{name="fill_cell_count",unit=""} 7017
chip_impl_metric{name="final_period_minus_worst_setup_slack",unit="ns"} 4.75
chip_impl_metric{name="grt_pass1_vias",unit=""} 33200
chip_impl_metric{name="post-route-period-util",unit="%"} 93.2
chip_impl_metric{name="initial_core_util",unit="%"} 50.6
chip_impl_info{name="crit_path_cell_trace",value="clkdlybuf4s50_1 -> nor2b_4 -> buf_12 -> buf_4 -> a21oi_1 -> nand3_1 -> nand3_1 -> clkdlybuf4s50_1"} 1
chip_impl_info{name="tritoncts_clock_tree",value="built"} 1
chip_impl_metric{name="maxCapViolations",unit=""} 0
chip_impl_metric{name="synth-cells-yosys",unit=""} 3418
chip_impl_metric{name="yosysUniqueCellTypes",unit=""} 23
chip_impl_metric{name="syn_inst",unit=""} 3418
chip_impl_info{name="cts.root.buffer_cell",value="sky130_fd_sc_hd__clkbuf_16"} 1
chip_impl_metric{name="enable_flop_cells",unit=""} 1024
chip_impl_metric{name="met2_usage",unit="%"} 44.2
chip_impl_metric{name="powerDensity",unit="nW/µm²"} 338
chip_impl_metric{name="slew_headroom",unit="%"} 33.0
chip_impl_metric{name="numPortBuffers",unit=""} 112
chip_impl_metric{name="cts_hold_buffers",unit=""} 0
chip_impl_metric{name="cts.reportedPaths.clkPinSlew",unit="ns"} 0.06
chip_impl_info{name="globalRoute.busiestLayer",value="met2"} 1
chip_impl_metric{name="final_layout_size_suffix_gt1_share",unit="%"} 11.1
chip_impl_info{name="worstSetupStartpointType",value="input port"} 1
chip_impl_info{name="rsz_0062_raised_after_global_routing",value="no"} 1
chip_impl_metric{name="place_congestion",unit=""} 0.866
chip_impl_metric{name="hold_viol_final",unit=""} 0
chip_impl_metric{name="asyncSetResetFlopFracSynth",unit="%"} 0
chip_impl_metric{name="arrival",unit="ns"} 3.73
chip_impl_metric{name="critPathMaxStageDelay",unit="ns"} 0.62
chip_impl_metric{name="tns",unit="ns"} 0
chip_impl_metric{name="clock_tree.htree_level_count",unit=""} 3
chip_impl_info{name="end_kind",value="output pin"} 1
chip_impl_metric{name="cp_max_fo",unit=""} 62
chip_impl_info{name="ys_top_cells_by_area",value="sky130_fd_sc_hd__edfxtp_1 63%, sky130_fd_sc_hd__mux2i_1 21%, sky130_fd_sc_hd__a22oi_1 2.9%"} 1
chip_impl_metric{name="die_width",unit="µm"} 315
chip_impl_metric{name="synth.avg_cell_area",unit="µm²"} 14.3
chip_impl_metric{name="dr.pass1.iters",unit=""} 27
chip_impl_metric{name="placeableCoreArea",unit="µm²"} 96900
chip_impl_metric{name="cts_buffer_depth",unit=""} 3
chip_impl_metric{name="post_route_wl",unit="µm"} 148000
chip_impl_metric{name="grtUsageMet1",unit="%"} 43.3
chip_impl_metric{name="detailedRoute.firstIterationViolations",unit=""} 2189
chip_impl_metric{name="post-place-cells",unit=""} 4716
==> worst max-delay path, delay by kind of cell <==
family	cells	cell delay (ns)
buffers and inverters	4	2.00
AOI/OAI and AO/OA	1	0.13
and+or+nand+nor	3	0.47
==> layout by cell type, fill, tap and decap left out <==
cell type / count
sky130_fd_sc_hd__a21oi_1: 192
sky130_fd_sc_hd__a22o_1: 128
sky130_fd_sc_hd__a22oi_1: 192
sky130_fd_sc_hd__a31oi_1: 64
sky130_fd_sc_hd__and2_4: 2
sky130_fd_sc_hd__buf_12: 62
sky130_fd_sc_hd__buf_4: 133
sky130_fd_sc_hd__buf_8: 2
sky130_fd_sc_hd__bufinv_16: 12
sky130_fd_sc_hd__clkbuf_1: 20
sky130_fd_sc_hd__clkbuf_16: 111
sky130_fd_sc_hd__clkdlybuf4s50_1: 110
sky130_fd_sc_hd__clkinv_1: 23
sky130_fd_sc_hd__clkinv_2: 25
sky130_fd_sc_hd__clkinvlp_4: 6
sky130_fd_sc_hd__diode_2: 1
sky130_fd_sc_hd__edfxtp_1: 1024
sky130_fd_sc_hd__inv_6: 2
sky130_fd_sc_hd__mux2i_1: 1024
sky130_fd_sc_hd__nand2_1: 193
sky130_fd_sc_hd__nand2_2: 2
sky130_fd_sc_hd__nand2b_2: 4
sky130_fd_sc_hd__nand3_1: 194
sky130_fd_sc_hd__nand3b_1: 5
sky130_fd_sc_hd__nor2_1: 1
sky130_fd_sc_hd__nor2_4: 34
sky130_fd_sc_hd__nor2b_4: 4
sky130_fd_sc_hd__nor3_1: 64
sky130_fd_sc_hd__or2_2: 2
sky130_fd_sc_hd__or3_1: 1
sky130_fd_sc_hd__or3b_2: 3
==> stage by stage <==
step	utilization (%)	worst slack (ns)	hold slack [ns]	power, µW	area, µm²
CTS	57.8	0.431	1.14	19000	56000
global route	57.8	0.258	1.18	19500	56000
finish	57.8	0.347	1.16	18900	56000
floorplan	-	1.65	1.12	10600	49000
global placement	54.2	0.462	1.85	11300	52500
detailed placement	54.2	0.436	1.85	11400	52500
==> where the power goes <==
group | switching [µW] | internal, µW
sequential | 40.8 | 9370
combinational | 1090 | 714
clock | 3180 | 4560
total | 4310 | 14600
==> layout make-up <==
cell class                      count  area [µm²]  share of cell area [%]
Clock inverter                     68         634                    1.13
Antenna cell                        1        2.50                 0.00447
Multi-Input combinational cell   2109       16800                    30.0
Clock buffer                      131        2850                    5.10
Tap cell                         1276        1600                    2.85
Sequential cell                  1024       30700                    54.9
Timing Repair Buffer              307        3370                    6.02
==> cell families after synthesis <==
logic type,share of synthesized area [%]
buffers and inverters,3.63
AND/OR/NAND/NOR,4.69
flip-flops,62.8
AND-OR/OR-AND,8.01
multiplexers,20.9
==> path summary, 6_finish.rpt <==
kind	from	to	slack [ns]	cells after the start
min	WD[20]	h1.registers[7][11]$_DFFE_PP_	1.16	2
max	Ins[18]	RD2[13]	0.35	8
==> per-layer routing <==
metal	vias to the layer above	share of wire (%)
li1	13700	-
met4	17	3.6
met5	-	0.36
met2	2138	43
met1	15100	35
met3	309	18
Power is estimated from default activity; no workload was simulated.
