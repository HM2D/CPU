File: ./config.mk
export PLATFORM = sky130hd
export DESIGN_NAME = IDEX
export DESIGN_NICKNAME = IDEX
export VERILOG_FILES = /design/flow/design.v
export SDC_FILE = /design/flow/constraint.sdc
export NUM_CORES = 4
export LEC_CHECK = 1
export CORE_AREA = 10 10 159 159
export DIE_AREA = 0 0 169 169
File: ./constraint.sdc
current_design IDEX

set clk_period 1.0
set clk_io_pct 0.2

create_clock -name clk0 -period $clk_period [get_ports {clk}]

set non_clock_inputs [all_inputs -no_clocks]
set_input_delay [expr $clk_period * $clk_io_pct] -clock clk0 $non_clock_inputs
set_output_delay [expr $clk_period * $clk_io_pct] -clock clk0 [all_outputs]
File: ./design.v
`timescale 1ns / 1ps
module IDEX(clk,RDIn1,RDIn2,SEIn,A,B,IFIDIn,WBIn,MIn,ExIn,WBOut,MOut,ExOut,RDOut1,RDOut2,SEOut,AOut,BOut,IDEXOut
    );
input  clk;
input  [0:2] MIn;
input [0:3] ExIn;
input  [0:1] WBIn;
input  [0:31] IFIDIn,RDIn1,RDIn2,SEIn ;
input  [0:4] A,B;
output reg [0:2] MOut;
output reg[0:3] ExOut;
output reg [0:1] WBOut;
output reg [0:31] IDEXOut,RDOut1,RDOut2,SEOut;
output reg [0:4] AOut,BOut;
initial begin
MOut = 0;
ExOut = 0;
IDEXOut = 0;
RDOut1 = 0;
RDOut2 = 0;
SEOut = 0;
AOut = 0;
BOut = 0;
WBOut = 0;
end
always @(posedge clk)
begin
MOut <= MIn;
ExOut<= ExIn;
WBOut <= WBIn;
IDEXOut <= IFIDIn;
RDOut1 <= RDIn1;
RDOut2 <= RDIn2;
SEOut <= SEIn;
AOut <= A;
BOut <= B;
end
endmodule
File: ./run.sh
#!/bin/bash
# OpenROAD 26Q1-2900-gdf79404cd8, Yosys 0.63+post, stock flow scripts
make -C /OpenROAD-flow-scripts/flow DESIGN_CONFIG=/design/flow/config.mk WORK_HOME=/design/flow/orfs finish
==> flow_metrics.py <==
# Generated from Yosys and OpenROAD reports
metrics = {
    "synthesis": {
        "post_synth_instance_area_sq_um": 2940,
        "synth_seq_share_pct": 100,
        "ys.flops": 147,
        "netlist_instances": 147,
        "synth_warnings": 1,
        "yosys-stat-cells": 147,
        "summed_standard_cell_area_reported_by_yosys_sq_um": 2940,
        "post-synth-top-area-cell": "dfxtp_1",
        "synth.lib_cells_used.distinct": 1,
        "synth_largest_type_area_fraction_pct": 100,
        "syn-mean-instance-area_sq_um": 20.0,
        "top_cells_by_area": "dfxtp_1",
    },
    "run_status": {
        "status": "finished, violations left",
        "violations_in_the_final_reports": "setup timing",
    },
    "cells_and_area": {
        "comb_area_sq_um": 0,
        "comb_cells": 0,
        "lay_top_cells": "clkdlybuf4s50_1, buf_2, dfxtp_1",
        "final_util_pct": 28.0,
        "flow.area_growth_from_synthesis_pct": 108,
        "n_fill_cell": 2301,
        "top_layout_cell": "clkdlybuf4s50_1",
        "layout.cell_area.non_filler_sq_um": 6110,
        "ff_latch_area_sq_um": 2970,
        "finish.cell_count_without_fillers": 750,
        "post_route_cells_drive_above_1_share_pct": 40.9,
    },
    "placed_design": {
        "post-place-cells": 721,
        "io_buffer_count": 294,
        "detailedPlace.worstSlack_ns": -0.0539,
        "detailed_place_hpwl_mm": 9.33,
        "gp_congestion": 0.811,
        "dpl-instance-area_sq_um": 6240,
    },
    "power_and_ir_drop": {
        "power_leakage_nw": 2.68,
        "p_sw_w": 0.00247,
        "combinationalPowerShare_pct": 6.3,
        "swShare_pct": 18.6,
        "power.density_cell_area_nw_per_um2": 2180,
        "power.sequential.fraction_pct": 46.9,
        "peak_supply_drop_mv": 0.955,
        "cellInternalPower_w": 0.0108,
        "pwr-share-clk_pct": 46.8,
    },
    "routing": {
        "remaining_drc_errors": 0,
        "detailroute.via_count": 2231,
        "vias_per_cell": 2.97,
        "drtAntennaViolNets": 0,
        "first_pass_iters": 3,
        "avgRoutedWirePerCell_um": 15.1,
        "wirelength_mm": 11.3,
        "diodes": 0,
        "drtIter0Drc": 79,
    },
    "sta": {
        "timing.final.crit_share_pct": 104,
        "max_slew.worst_pin.slew_ns": 0.175,
        "report.final.hold_viol_count": 0,
        "rsz_0062_raised_after_global_routing": "true",
        "worst_slew_margin_rel_pct": 88.3,
        "slew_viol_final": 0,
        "final_setup_margin_ns": -0.0367,
        "timing.fmax_mhz": 965,
        "post-route-min-period_ns": 1.04,
        "final-setup-viol-count": 62,
    },
    "die": {
        "core-area_sq_um": 21800,
        "placement_rows": 54,
        "die-height_um": 169,
        "die_w_um": 169,
        "io_pins": 295,
        "floorplanUtilization_pct": 13.5,
        "chip_area_sq_um": 28600,
    },
    "setup_path": {
        "path_buffers": 1,
        "critical-path-slowest-cell": "dfxtp_2",
        "startpoint": "RDOut2[26]",
        "worst_ep_required_time_ns": 0.80,
        "critical_path.startpoint_type": "register",
        "crit_fanout": 1,
        "path_class": "reg2out",
        "path_delay_family": "flip-flops",
        "crit_arrival_ns": 0.84,
        "crit_chain": "buf_2",
        "end_kind": "primary output",
        "worst_path_largest_cell_delay_ns": 0.32,
    },
    "job": {
        "timing.max_cap.violations": 0,
        "warning_count": 27,
    },
    "global_route": {
        "track_usage_pct": 7.45,
        "initial_antenna_violation_count": 0,
        "first_pass_grt_wire_length_mm": 16.0,
        "largest_net_degree_at_the_start_of_global_routing": 17,
        "globalRouteOverflowTotal": 0,
        "first_global_vias": 2412,
    },
    "cts": {
        "cts_buffers": 17,
        "cts_max_level": 4,
        "clock_tree_root_driver_cell": "clkbuf_16",
        "postCtsHoldBufs": 0,
        "number_of_sinks_on_the_clock_net": 147,
        "cts.reportedPaths.clkPinSlew_ns": 0.06,
        "cts.path.max_buffers": 2,
        "tritoncts": "yes",
    },
    "hold_path": {
        "holdCritStartpoint": "SEIn[2]",
        "hold_path.class": "in2reg",
    },
}
area by class of cell:
cell class              count  area share (%)
repair buffers            294            36.3
clock inverters             4            1.19
well taps                 280            5.73
flip-flops and latches    147            48.5
clock buffers              25            8.27
per-stage QoR:
| step | hold WS (ns) | setup TNS [ns] | power, W |
|---|---|---|---|
| detailed placement | 0.652 | -0.117 | 0.00753 |
| floorplan | 0.228 | 0 | 0.00629 |
| finish | 0.233 | -0.472 | 0.0133 |
| CTS | 0.204 | -5.20 | 0.0136 |
| global route | 0.201 | -7.31 | 0.0139 |
| global placement | 0.649 | -0.153 | 0.00752 |
path summary, 6_finish.rpt:
kind | depth (start not counted) | endpoint | slack [ns]
max | 1 | RDOut2[26] | -0.04
min | 1 | SEOut[2] | 0.23
power by group through the flow:
stage	Sequential [W]	Combinational, W	Clock (W)
6_report	0.00624	0.000839	0.00623
4_1_cts	0.00624	0.000865	0.00649
5_1_grt	0.00627	0.000914	0.00673
logic make-up (layout without fill, tap and decap cells):
family	count (synthesis)	in the layout	synth area share, %
DFF	147	147	100
buffers and inverters	0	323	0
sequential cells by signal, indices dropped and copies added, names as in the netlist:
name / cells
AOut: 5
BOut: 5
ExOut: 4
IDEXOut: 32
MOut: 3
RDOut1: 32
RDOut2: 32
SEOut: 32
WBOut: 2
cells in the mapped netlist, drive strengths merged:
master,instances
dfxtp,147
layer usage:
layer  track usage, %  part of all wire, %
met4             1.05                  1.4
met5                0                    0
met2             12.5                   49
met3             4.28                   13
met1             8.26                   36
what timing repair did:
item | in CTS | in global routing
endpoints found under the setup margin | 147 | 147
resized | 479 | 11
setup buffers | 0 | 0
Power figures rest on the tool's default switching activity, not on a simulated workload.
